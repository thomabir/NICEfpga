==> flow/design.v <==
module DacWriter (
    input clk_i,   
    input reset_i,   
    input start_i,   
    output is_idle_o,   
    output spi_sclk_o,   
    output spi_mosi_o,   
    output spi_cs_o,   
    input signed [15:0] data_i   
);
  logic unsigned [15:0] data_calibrated;
  assign data_calibrated = 16'($unsigned(
          data_i
      ) + 16'h8000);   
  SpiController #(
      .CLOCK_DIVIDE(2),
      .FRAME_WIDTH(16)
  ) spi_controller (
      .clk_i(clk_i),
      .reset_i(reset_i),
      .start_i(start_i),
      .is_idle_o(is_idle_o),
      .spi_sclk_o(spi_sclk_o),
      .spi_mosi_o(spi_mosi_o),
      .spi_cs_o(spi_cs_o),
      .data_i(data_calibrated)
  );
endmodule
module SpiController #(
    parameter int CLOCK_DIVIDE = 2,   
    parameter int FRAME_WIDTH = 32   
) (
    input clk_i,   
    input reset_i,   
    input start_i,   
    output is_idle_o,   
    output spi_sclk_o,   
    output spi_mosi_o,   
    input spi_miso_i,   
    output spi_cs_o,   
    output unsigned [FRAME_WIDTH-1:0] data_o,   
    input unsigned [FRAME_WIDTH-1:0] data_i   
);
  parameter int COUNTER_WIDTH = $clog2(FRAME_WIDTH) + 1;
  typedef enum logic [4:0] {
    IDLE,   
    CS_DOWN,   
    CLK_LEAD,   
    CLK_TRAIL,   
    DONE   
  } state_e;
  typedef struct packed {
    state_e state;
    logic [COUNTER_WIDTH-1:0] bit_counter;   
    logic [5:0] clk_divider;
    logic [FRAME_WIDTH-1:0] data_rx;
    logic [FRAME_WIDTH-1:0] data_tx;
    logic signed [FRAME_WIDTH-1:0] data_rx_final;
  } state_t;
  state_t state_d;
  state_t state_q;
  always_ff @(posedge clk_i) begin
    if (reset_i) begin
      state_q.state <= IDLE;
      state_q.bit_counter <= 0;
      state_q.clk_divider <= 0;
      state_q.data_rx <= 0;
      state_q.data_tx <= 0;
      state_q.data_rx_final <= 0;
    end
    else begin
      state_q <= state_d;
    end
  end   
  always_comb begin
    state_d = state_q;
    case (state_q.state)
      IDLE: begin
        state_d.bit_counter = COUNTER_WIDTH'(FRAME_WIDTH);
        state_d.clk_divider = CLOCK_DIVIDE;
        state_d.data_tx = data_i;   
        if (start_i) state_d.state = CS_DOWN;
      end
      CS_DOWN: begin
        if (state_q.clk_divider > 0) begin   
          state_d.clk_divider = state_q.clk_divider - 1;
        end
        else begin   
          state_d.clk_divider = CLOCK_DIVIDE;
          state_d.state = CLK_LEAD;
        end
      end
      CLK_LEAD: begin
        state_d.data_rx[state_q.bit_counter-1] = spi_miso_i;
        if (state_q.clk_divider > 0) begin   
          state_d.clk_divider = state_q.clk_divider - 1;
        end
        else begin   
          state_d.clk_divider = CLOCK_DIVIDE;
          state_d.state = CLK_TRAIL;
          state_d.bit_counter = state_q.bit_counter - 1;
        end
      end
      CLK_TRAIL: begin
        if (state_q.bit_counter == 0) begin
          state_d.state = DONE;
        end
        else if (state_q.clk_divider == 0) begin   
          state_d.state = CLK_LEAD;
          state_d.clk_divider = CLOCK_DIVIDE;
        end
        else begin
          state_d.clk_divider = state_q.clk_divider - 1;
        end
      end
      DONE: begin
        state_d.data_rx_final = state_q.data_rx;
        state_d.state = IDLE;
      end
      default: begin
        state_d.state = IDLE;
      end
    endcase
  end   
  assign spi_mosi_o = state_q.data_tx[state_q.bit_counter-1]
                      & (!spi_cs_o)
                      & (state_q.bit_counter > 0);
  assign spi_sclk_o = (state_q.state == CLK_LEAD);
  assign spi_cs_o = ((state_q.state == IDLE) | (state_q.state == DONE));
  assign is_idle_o = (state_q.state == IDLE);
  assign data_o = state_q.data_rx_final;
endmodule
==> flow/run.sh <==
#!/bin/bash
# OpenROAD 26Q1-2900-gdf79404cd8, Yosys 0.63+post, stock flow scripts
make -C /OpenROAD-flow-scripts/flow DESIGN_CONFIG=/design/flow/config.mk WORK_HOME=/design/flow/orfs finish
==> flow/config.mk <==
export PLATFORM = sky130hd
export DESIGN_NAME = DacWriter
export DESIGN_NICKNAME = DacWriter
export VERILOG_FILES = /design/flow/design.v
export SDC_FILE = /design/flow/constraint.sdc
export NUM_CORES = 4
export LEC_CHECK = 1
export CORE_AREA = 10 10 99 99
export DIE_AREA = 0 0 109 109
export SYNTH_HDL_FRONTEND = slang
==> flow/constraint.sdc <==
current_design DacWriter

set clk_period 3.7
set clk_io_pct 0.2

create_clock -name clk0 -period $clk_period [get_ports {clk_i}]

set non_clock_inputs [all_inputs -no_clocks]
set_input_delay [expr $clk_period * $clk_io_pct] -clock clk0 $non_clock_inputs
set_output_delay [expr $clk_period * $clk_io_pct] -clock clk0 [all_outputs]
==> metrics.cfg <==
[route]
drtAntennaViolNets=0
first_pass_iters=4
num_antenna_cells=0
drt-wirelength-per-cell_um=11.36
drt_iter0_drc=76
routed_wl_um=3375
post-route-drc-count=0
num_vias=1284
via_per_inst=4.323

[final_timing]
finalClockPeriodUsage_pct=96.64
timing_hold_violations_final=0
finalSetupTns_ps=0
finalSetupViolations=0
slew_viol_final=0
relSlewSlack_pct=63.43
rsz0062_at_grt=false
fmax_mhz=279.7
fin_skew_ps=7.256
worstMarginPinSlew_ps=548.6
timing.final.ws_setup_ps=124.3
post-route-min-period_ps=3576
whs_ps=453.3

[grt]
antenna_found_initial=0
grt_usage_pct=6.128
grt_max_degree=18
grt_pass1_wl_um=6065
grt-ovfl-total=0
grt_pass1_vias=1282

[finish]
syn2layout_area_growth_pct=28.29
largest_reg_flops=30
instances_no_fill=297
design_area_um2=1929
top_regs=spi_controller.state_q x30
regMostFlops=spi_controller.state_q
fillers=807
utilization_pct=24.97
final_layout_size_suffix_gt1_share_pct=10.77

[worst_setup_path]
cp_max_fo=6
path_class=flip-flop to output pin
cp.arrival_ps=2840
crit_path_end=spi_mosi_o
critPathLaunchType=flip-flop
regToRegStartpoint=spi_controller.state_q[54]
ff2ff_setup_slack_ps=1680
worstReg2RegEnd=spi_controller.state_q[53]
endpoint_kind=output pin
crit_start=spi_controller.state_q[54]
ff2ff_path_depth=7
required_ps=2960

[clock_tree]
clock_sinks=30
clk_pin_slew_ps=70
post-cts-setup-buffer-count=0
cts_hold_buf=0
cts_buffer_depth=2
root_buffer=clkbuf_8
cts_tree=yes
insertion_delay_ps=280
htreeDepth=2
cts_buffers=5
cts_resized=0

[power_and_ir_drop]
p_int_mw=0.7500
power_switching_share_pct=32.59
switchingPower_mw=0.3627
peakVddDrop_mv=0.2527
powerDensity_nw_per_um2=576.7
p_leak_nw=0.7323
comb_power_share_pct=34.4
pwr-share-clk_pct=27.8
p_seq_share_pct=37.8
power_mw=1.113

[yosys]
synthTopCellsByArea=dfxtp_1, nand2_1, a21oi_1
synthesis.instances=174
ys_ff=30
simple_gate_share_pct=21.46
aoi_share_pct=18.14
top_cells_by_count=nand2_1, dfxtp_1, a21oi_1
synthArstFlopShare_pct=0
synth_warnings=1
ff_type=dfxtp_1
yosys_area_um2=1504
synth_top_area_share_pct=39.93
syn_area_um2=1504
ys_sh_adder_pct=2.496
synth-xor-area-share_pct=4.077
synth.most_common_cell=nand2_1
synthTopLogicFamily=simple AND/OR/NAND/NOR gates
syn_avg_cell_area_um2=8.643
ys_cells=174
yosysUniqueCellTypes=37
synth_seq_share_pct=39.93
top_area_cell=dfxtp_1
mux_share_pct=8.236
edf_count=0

[run]
maxCapViolCount=0
warnings=26

[floorplanning]
die_x_um=109
ioPinCount=23
initCoreUtil_pct=19.46
die-area_um2=11880
core_area_um2=7727
die_y_um=109
core.rowCount=32

[run_status]
status=finished, final reports clean

[worst_hold_path]
hold_class=flip-flop to flip-flop

[place]
dp_slack_ps=418.3
dp_cells=289
gp_congestion=0.8042
numPortBuffers=22
placed_area_um2=1819
dpl.hpwl_um=2535

-- layer usage --
| metal | GRT usage (%) | part of all wire (%) | up-vias |
|---|---|---|---|
| met4 | 0.7533 | 0.68 | 0 |
| met2 | 9.169 | 43 | 32 |
| met1 | 8.799 | 51 | 595 |
| met5 | 0 | 0 | - |
| met3 | 1.852 | 5.8 | 2 |
| li1 | - | - | 655 |
-- layout by cell type, fill, tap and decap left out, types with 2 or more instances in the layout --
master / instances
o32ai_1: 3
mux4_1: 3
a21oi_1: 23
inv_1: 7
and2_1: 2
buf_4: 3
clkdlybuf4s50_1: 22
nand3_1: 5
a211oi_1: 3
ha_1: 3
or3_1: 2
dfxtp_1: 30
a2111oi_2: 3
nor2_1: 8
nand2b_1: 3
mux4_2: 2
nor3_1: 4
or2_2: 3
a21o_1: 2
xnor2_1: 6
clkbuf_8: 8
nand2_1: 35
a31oi_1: 2
-- area by class of cell --
type                       count  area, um2  share of cell area [%]
tap                          102      127.6                   6.615
inverter                       8      30.03                   1.556
clock buffer                   8      110.1                   5.707
multi-input combinational    124      818.3                   42.41
timing repair buffer          25      242.7                   12.58
sequential                    30      600.6                   31.13
-- power by group through the flow --
stage                 sequential [mW]  clock [mW]  combinational (mW)
after CTS                       0.421       0.315               0.386
after global routing            0.430       0.333               0.437
final                           0.420       0.310               0.383
-- worst max-delay path, cell delays in order (launching register included) --
cell	delay [ps]
dfxtp_1	450
inv_1	140
ha_1	410
mux4_2	510
mux4_2	460
and2_1	160
clkdlybuf4s50_1	410
-- how the worst min path moves through the flow --
stage                               from  slack [ps]  depth (start not counted)                          to
CTS           spi_controller.state_q[30]         460                          2  spi_controller.state_q[30]
global route  spi_controller.state_q[30]         480                          2  spi_controller.state_q[30]
finish        spi_controller.state_q[30]         450                          2  spi_controller.state_q[30]
-- cells by family after synthesis --
| logic type | after synthesis |
|---|---|
| compound gates | 41 |
| mux | 5 |
| simple gates | 68 |
| buf+inv | 20 |
| fa+ha+maj | 3 |
| flops | 30 |
| xor+xnor | 7 |
No activity file was given, so power comes from the tool's default toggle rates.
