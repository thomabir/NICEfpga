File: /design/flow/design.v
module CICDecimator #(
    parameter int NUM_STAGES = 4,   
    parameter int DECIMATION_FACTOR = 8,   
    parameter int NUM_BITS_INPUT = 16,
    parameter int NUM_BITS_OUTPUT = 16
) (
    input logic clk_i,
    input logic reset_i,
    input logic tick_i,   
    input logic signed [NUM_BITS_INPUT-1:0] signal_i,
    output logic signed [NUM_BITS_OUTPUT-1:0] signal_o,
    output logic tick_reduced_o   
);
  parameter int NUM_BITS_INTERNAL = $clog2(DECIMATION_FACTOR ** NUM_STAGES) + NUM_BITS_INPUT;
  logic signed [NUM_BITS_INTERNAL-1:0] signal_integrated;
  logic signed [NUM_BITS_INTERNAL-1:0] comb_in;
  logic signed [NUM_BITS_INTERNAL-1:0] result;
  Integrator #(
      .NUM_STAGES(NUM_STAGES),
      .NUM_BITS(NUM_BITS_INTERNAL)
  ) integrators (
      .clk_i(clk_i),
      .reset_i(reset_i),
      .tick_i(tick_i),
      .signal_i(NUM_BITS_INTERNAL'(signal_i)),
      .signal_o(signal_integrated)
  );
  parameter int SIZE_DECIMATOR_COUNTER = $clog2(DECIMATION_FACTOR);
  logic unsigned [SIZE_DECIMATOR_COUNTER-1:0] decimator_counter, next_decimator_counter;
  logic decimated_tick;
  always_ff @(posedge clk_i) begin
    if (reset_i == 1) decimator_counter <= 0;
    else if (tick_i == 1) begin
      decimator_counter <= next_decimator_counter;
    end
  end   
  assign decimated_tick = (decimator_counter == SIZE_DECIMATOR_COUNTER'(DECIMATION_FACTOR - 1))
                          & tick_i;
  assign next_decimator_counter = decimated_tick ? 0 : (decimator_counter + 1);
  always_ff @(posedge clk_i) begin
    if (reset_i == 1) comb_in <= 0;
    else if (decimated_tick == 1) begin
      comb_in <= signal_integrated;
    end
  end   
  Comb #(
      .NUM_STAGES(NUM_STAGES),
      .NUM_BITS(NUM_BITS_INTERNAL)
  ) combs (
      .clk_i(clk_i),
      .reset_i(reset_i),
      .tick_i(decimated_tick),
      .signal_i(comb_in),
      .signal_o(result)
  );
  assign signal_o = result[NUM_BITS_INTERNAL-1:NUM_BITS_INTERNAL-NUM_BITS_OUTPUT];
  assign tick_reduced_o = decimated_tick;
endmodule
module CICInterpolator #(
    parameter int NUM_STAGES = 4,   
    parameter int NUM_BITS_INPUT = 16,
    parameter int NUM_BITS_OUTPUT = 16,
    parameter int INTERPOLATION_FACTOR = 8   
) (
    input logic clk_i,
    input logic reset_i,
    input logic tick_reduced_i,   
    input logic tick_i,   
    input logic signed [NUM_BITS_INPUT-1:0] signal_i,
    output logic signed [NUM_BITS_OUTPUT-1:0] signal_o
);
  parameter int NUM_BITS_INTERNAL = $clog2(INTERPOLATION_FACTOR ** NUM_STAGES) + NUM_BITS_INPUT;
  logic signed [NUM_BITS_INTERNAL-1:0] comb_out;
  logic signed [NUM_BITS_INTERNAL-1:0] comb_out_resampled;
  logic signed [NUM_BITS_INTERNAL-1:0] result;
  Comb #(
      .NUM_STAGES(NUM_STAGES),
      .NUM_BITS(NUM_BITS_INTERNAL)
  ) combs (
      .clk_i(clk_i),
      .reset_i(reset_i),
      .tick_i(tick_reduced_i),
      .signal_i(NUM_BITS_INTERNAL'(signal_i)),
      .signal_o(comb_out)
  );
  always_ff @(posedge clk_i) begin
    if (reset_i == 1) comb_out_resampled <= 0;
    else if (tick_reduced_i == 1) comb_out_resampled <= comb_out;
  end
  Integrator #(
      .NUM_STAGES(NUM_STAGES),
      .NUM_BITS(NUM_BITS_INTERNAL)
  ) integrators (
      .clk_i(clk_i),
      .reset_i(reset_i),
      .tick_i(tick_i),
      .signal_i(comb_out_resampled),
      .signal_o(result)
  );
  assign signal_o = result[NUM_BITS_INTERNAL-1:NUM_BITS_INTERNAL-NUM_BITS_OUTPUT];
endmodule
module Integrator #(
    parameter int NUM_STAGES,
    parameter int NUM_BITS
) (
    input logic clk_i,
    input logic reset_i,
    input logic tick_i,
    input logic signed [NUM_BITS-1:0] signal_i,
    output logic signed [NUM_BITS-1:0] signal_o
);
  logic signed [NUM_BITS-1:0] inte[NUM_STAGES+1];
  logic signed [NUM_BITS-1:0] inte_delayed[NUM_STAGES];
  assign inte[0] = signal_i;
  genvar k;
  generate
    for (k = 0; k < NUM_STAGES; k++) begin : gen_int
      assign inte[k+1] = inte[k] + inte_delayed[k+1];
      always_ff @(posedge clk_i) begin
        if (reset_i == 1) inte_delayed[k+1] <= 0;
        else if (tick_i == 1) inte_delayed[k+1] <= inte[k+1];
      end   
    end   
  endgenerate
  assign signal_o = inte_delayed[NUM_STAGES];
endmodule
module Comb #(
    parameter int NUM_STAGES,
    parameter int NUM_BITS = 24   
) (
    input logic clk_i,
    input logic reset_i,
    input logic tick_i,
    input logic signed [NUM_BITS-1:0] signal_i,
    output logic signed [NUM_BITS-1:0] signal_o
);
  logic signed [NUM_BITS-1:0] comb[NUM_STAGES+1];
  logic signed [NUM_BITS-1:0] comb_delayed[NUM_STAGES];
  assign comb[0] = signal_i;
  genvar k;
  generate
    for (k = 0; k < NUM_STAGES; k++) begin : gen_comb
      assign comb[k+1] = comb[k] - comb_delayed[k];
      always_ff @(posedge clk_i) begin
        if (reset_i == 1) comb_delayed[k] <= 0;
        else if (tick_i == 1) begin
          comb_delayed[k] <= comb[k];
        end
      end   
    end   
  endgenerate
  assign signal_o = comb[NUM_STAGES];
endmodule
File: /design/flow/run.sh
#!/bin/bash
# OpenROAD 26Q1-2900-gdf79404cd8, Yosys 0.63+post, stock flow scripts
make -C /OpenROAD-flow-scripts/flow DESIGN_CONFIG=/design/flow/config.mk WORK_HOME=/design/flow/orfs finish
File: /design/flow/config.mk
export PLATFORM = sky130hd
export DESIGN_NAME = CICInterpolator
export DESIGN_NICKNAME = CICInterpolator
export VERILOG_FILES = /design/flow/design.v
export SDC_FILE = /design/flow/constraint.sdc
export NUM_CORES = 4
export LEC_CHECK = 1
export CORE_UTILIZATION = 30
export SYNTH_HDL_FRONTEND = slang
File: /design/flow/constraint.sdc
current_design CICInterpolator

set clk_period 30.3
set clk_io_pct 0.2

create_clock -name clk0 -period $clk_period [get_ports {clk_i}]

set non_clock_inputs [all_inputs -no_clocks]
set_input_delay [expr $clk_period * $clk_io_pct] -clock clk0 $non_clock_inputs
set_output_delay [expr $clk_period * $clk_io_pct] -clock clk0 [all_outputs]
==> impl_metrics.ini <==
; synthesis and place-and-route metrics
[logic_synthesis]
common_cells = edfxtp_1 (212), ha_1 (206), and2_1 (177), a21oi_1 (148), inv_1 (145)
ys_sh_aoi_pct = 17.9
post-synth-top-count-cell = edfxtp_1
ys_types = 76
mux_area_share_pct = 0.861
ys_warn_count = 0
ys_sh_xor_pct = 8.74
ys.flop_type = edfxtp_1
netlist_area_sq_um = 18600
avgSynthCellArea_sq_um = 9.65
synthArstFlopShare_pct = 0
synth_stat.cells = 1926
seq_area_frac_synth_pct = 37.3
ys_ff = 240
edf_count = 212
synthCells = 1926
synth.largest_area_cell = edfxtp_1
area_leaders = edfxtp_1 (34%), ha_1 (14%), and2_1 (6.0%)
ys_area_sq_um = 18600
top_area_share_pct = 34.2
synthAdderAreaFrac_pct = 14.7
topCombFamilyByArea = AND-OR/OR-AND gates
simple_gate_area_share_pct = 16.3

[clock_network]
clk_latency_ns = 0.55
cts_resized = 0
ctsLongestPathBuffers = 3
post_cts_buffers = 0
cts.reportedPaths.clkPinSlew_ns = 0.06
cts_root_buf = clkbuf_16
cts.sinks = 240
cts.htree.levels = 1
numCtsBuffers = 28
cts_tree = built
postCtsHoldBufs = 0

[setup_path]
crit_type = in -> reg
arrival_ns = 13.81
cpMostUsedCell = a21o_1
start_kind = primary input
end_kind = flip-flop
critPathMaxStageDelay_ns = 0.65
path_max_fanout = 6
crit_required_ns = 30.77
crit_slowest_cell = o31ai_1

[final_timing]
maxSlewHeadroom_pct = 44.6
final.setup.tns_ns = 0
max_clock_freq_mhz = 75.0
rsz0062_at_grt = no
setup_viol = 0
fin_worst_skew_ns = 0.0137
max_slew.worst_pin.slew_ns = 0.821
hold_viol = 0
fin_crit_sh_pct = 44.0
slew_violations = 0
min_period_ns = 13.34

[global_route]
grt_pass1_wl_microns = 65800
grt_max_degree = 88
use_met3_pct = 2.28
track_usage_pct = 13.0
grt_pass1_vias = 13300
grt_busiest_layer = met2
met2_usage_pct = 20.9
grtUsageMet1_pct = 19.1
gr-total-overflow = 0
antenna_found_initial = 0

[final_layout]
layout.cells.non_filler = 2756
fillers = 6075
seq_area_sq_um = 6930
logic_area_sq_um = 10900
drive_gt1_share_pct = 4.20
area_delta_synth_final_pct = 11.0

[die]
num_rows = 90
chip_area_sq_um = 63000
ioPinCount = 36
core_area_sq_um = 60800
dieWidth_microns = 251
fp_util_pct = 30.6
die_y_microns = 251

[routing]
num_antenna_cells = 0
totalWireLength_microns = 39100
via_per_inst = 4.89
wire_per_inst_microns = 14.2
drt-initial-drc-count = 496
drc = 0
drtAntennaViolNets = 0
firstDrtPassIters = 5
num_vias = 13500

[run_status]
status = complete, no violations

[flow_run]
warnings = 26
cap_viol_max_count = 0

[place]
gp_congestion = 0.941
dp.cells = 2704
io_buffers = 35
hpwl_microns = 28500

[worst_hold_path]
hp-class = reg -> reg
[per-stage QoR]
stage                     hold WS [ns]  worst slack [ns]  utilization, %  cell area, sq um
after floorplan                  0.426             17.66               -             18600
after global placement           0.473             16.46            32.5             19800
after detailed placement         0.483             16.41            32.5             19800
after CTS                        0.496             16.92            34.0             20600
after global routing             0.529             16.02            34.0             20600
final                            0.493             16.96            34.0             20600
[registers in the layout, summed over array words and instances, names as in the netlist]
name	cells
combs.comb_delayed	100
integrators.inte_delayed	112
comb_out_resampled	28
[cell type report]
cell class / instances / area share (%)
clock buffers: 41 / 3.98
clock inverters: 11 / 0.255
inverters: 145 / 2.65
multi-input cells: 1492 / 52.8
flip-flops and latches: 240 / 33.6
well taps: 782 / 4.74
repair buffers: 45 / 2.06
[metal layers]
metal | vias to the layer above | routed length [microns]
met5 | - | 0
met4 | 0 | 769
met3 | 47 | 1760
met2 | 200 | 17500
met1 | 6254 | 19100
li1 | 6968 | -
[path summary, 6_finish.rpt]
| kind | start | endpoint | slack (ns) | cells past startpoint |
|---|---|---|---|---|
| worst max-delay path | signal_i[0] | comb_out_resampled[27]$_SDFFE_PP0P_ | 16.96 | 36 |
| worst min-delay path | comb_out_resampled[10]$_SDFFE_PP0P_ | comb_out_resampled[10]$_SDFFE_PP0P_ | 0.49 | 2 |
| worst max register to register | integrators.inte_delayed[1][0]$_SDFFCE_PN0P_ | integrators.inte_delayed[0][27]$_SDFFCE_PN0P_ | 21.73 | 38 |
| worst min register to register | comb_out_resampled[10]$_SDFFE_PP0P_ | comb_out_resampled[10]$_SDFFE_PP0P_ | 0.49 | 2 |
[worst max-delay path: cells and delay by family]
| family | cells | cell delay (ns) |
|---|---|---|
| xor gates and xnor gates | 4 | 0.62 |
| buffers and inverters | 3 | 0.53 |
| and+or+nand+nor | 7 | 1.06 |
| AOI/OAI and AO/OA | 17 | 3.91 |
| adders and majority gates | 5 | 1.62 |
[cell usage in the layout (no fill, tap or decap), types with 7 or more instances in the layout]
| master | instances |
|---|---|
| or3_1 | 8 |
| o21ai_1 | 30 |
| a31o_2 | 7 |
| o31ai_1 | 13 |
| edfxtp_1 | 212 |
| o21ai_0 | 73 |
| a21oi_1 | 148 |
| clkbuf_1 | 7 |
| a21o_1 | 88 |
| nand2b_1 | 33 |
| nand3_1 | 23 |
| and3_1 | 25 |
| o21a_1 | 20 |
| nand2_1 | 78 |
| nor2b_1 | 28 |
| xnor2_1 | 114 |
| nor2_1 | 143 |
| clkdlybuf4s50_1 | 35 |
| mux2i_1 | 16 |
| xor2_1 | 64 |
| dfxtp_1 | 28 |
| clkbuf_16 | 29 |
| a31oi_1 | 15 |
| nor3_1 | 21 |
| buf_4 | 10 |
| fa_1 | 8 |
| o21bai_1 | 33 |
| a211oi_1 | 14 |
| ha_1 | 206 |
| and2_1 | 177 |
| inv_1 | 144 |
[kinds of logic after synthesis]
kind of cell             after synthesis
adder cells (fa/ha/maj)              214
multiplexers                          16
AND/OR/NAND/NOR                      572
XOR/XNOR                             181
flip-flops                           240
buffers and inverters                194
AND-OR/OR-AND                        509
