<file path="/design/flow/run.sh">
#!/bin/bash
# OpenROAD 26Q1-2900-gdf79404cd8, Yosys 0.63+post, stock flow scripts
make -C /OpenROAD-flow-scripts/flow DESIGN_CONFIG=/design/flow/config.mk WORK_HOME=/design/flow/orfs finish
</file>
<file path="/design/flow/config.mk">
export PLATFORM = sky130hd
export DESIGN_NAME = InputFilter
export DESIGN_NICKNAME = InputFilter
export VERILOG_FILES = /design/flow/design.v
export SDC_FILE = /design/flow/constraint.sdc
export NUM_CORES = 4
export LEC_CHECK = 1
export CORE_UTILIZATION = 30
export SYNTH_HDL_FRONTEND = slang
</file>
<file path="/design/flow/constraint.sdc">
current_design InputFilter

set clk_period 34.2
set clk_io_pct 0.2

create_clock -name clk0 -period $clk_period [get_ports {clk_i}]

set non_clock_inputs [all_inputs -no_clocks]
set_input_delay [expr $clk_period * $clk_io_pct] -clock clk0 $non_clock_inputs
set_output_delay [expr $clk_period * $clk_io_pct] -clock clk0 [all_outputs]
</file>
<file path="/design/flow/design.v">
module FIRFilter #(
    parameter int COEFF_LENGTH = 23,   
    parameter int BITWIDTH = 24   
) (
    input clk_i,
    input tick_i,
    output logic done_o,
    input logic signed [BITWIDTH-1:0] signal_i,
    output logic signed [BITWIDTH-1:0] signal_o,
    input logic signed [BITWIDTH-1:0] coeff[COEFF_LENGTH]
);
  localparam int CoeffBitwidth = $clog2(COEFF_LENGTH);
  localparam logic [CoeffBitwidth-1:0] CoeffLengthReduced = CoeffBitwidth'(COEFF_LENGTH - 1);
  logic signed [BITWIDTH-1:0] data[COEFF_LENGTH];
  logic [CoeffBitwidth-1:0] count;
  logic signed [2*BITWIDTH-1:0] acc;
  localparam logic IDLE = 0;
  localparam logic RUN = 1;
  logic state;
  always @(posedge clk_i) begin : capture
    integer i;
    if (tick_i) begin
      for (i = 0; i < COEFF_LENGTH - 1; i = i + 1) begin
        data[i+1] <= data[i];
      end
      data[0] <= signal_i;
    end
  end
  always @(posedge clk_i) begin
    case (state)
      IDLE: begin
        done_o <= 1'b0;
        if (tick_i) begin
          count <= CoeffLengthReduced;
          acc <= 0;
          state <= RUN;
        end
      end
      RUN: begin
        count <= count - 1'b1;
        acc <= acc + data[count] * coeff[count];
        if (count == 0) begin
          state <= IDLE;
          done_o <= 1'b1;
        end
      end
      default: begin
        state <= IDLE;
      end
    endcase
  end
  always @(posedge clk_i) begin
    if (done_o) begin
      if (acc >= 2 ** (2 * BITWIDTH - 2)) begin
        signal_o <= 2 ** (BITWIDTH - 1) - 1;
      end
      else if (acc < -(2 ** (2 * BITWIDTH - 2))) begin
        signal_o <= -(2 ** (BITWIDTH - 1));
      end
      else begin
        signal_o <= acc[2*BITWIDTH-2:BITWIDTH-1];
      end
    end
  end
endmodule
module InputFilter (
    input logic clk_i,
    input logic reset_i,
    input logic tick_i,
    input logic signed [23:0] data_i,
    output logic signed [23:0] data_o,
    output logic tick_o
);
  parameter int NumOfStages = 21;
  logic signed [23:0] coeffs[NumOfStages] = '{
      18177,
      -1996,
      -156523,
      -297170,
      -165831,
      -87593,
      -691506,
      -1397353,
      -567521,
      1783518,
      3127631,
      1783518,
      -567521,
      -1397353,
      -691506,
      -87593,
      -165831,
      -297170,
      -156523,
      -1996,
      18177
  };
  FIRFilter #(
      .COEFF_LENGTH(NumOfStages)
  ) input_fir (
      .clk_i(clk_i),
      .tick_i(tick_i),
      .signal_i(data_i),
      .signal_o(data_o),
      .done_o(tick_o),
      .coeff(coeffs)
  );
endmodule
</file>
==> reports/metrics.yaml <==
cts.root.buffer_cell: "clkbuf_16"
final_routed_wire_length_divided_by_cell_count_um: 17.1
layout_min_cycle_time_ns: 10.73
clock_insertion_delay_worst_skew_ns: 0.64
syn2layout_area_growth_pct: 11.1
num_vias: 26200
number_of_buffers_between_clock_root_and_the_deepest_sink: 3
synthesis.area_um2: 45500
syn-mean-instance-area_um2: 12.7
worstSetupEndpointType: "register"
share_of_the_clock_period_used_by_the_worst_path_after_layout_pct: 31.4
grt_usage_pct: 14.2
ys_dominant_reg_cell: "edfxtp_1"
whs_endpoint: "input_fir.data[20][14]"
global_route_total_overflow: 0
synth_sequential_area_ratio_pct: 38.7
achievable-frequency_mhz: 93.2
largest_net_degree_at_the_start_of_global_routing: 136
most_common_cell: "inv_1"
fp.dieW_um: 392
synth_cell_types: 72
post-place-ws_ns: 23.43
finalWorstSetupSlack_ns: 23.47
origin_of_the_worst_min_delay_path: "input_fir.data[19][14]"
post_cts.resized_instances: 0
area_leaders: "edfxtp_1 38%, fa_1 29%, mux4_2 6.7%, inv_1 5.9%, ha_1 4.5%"
critical_path_arrival_ns: 11.06
antennaDiodeCount: 0
setup_tns_ns: 0
worstHoldPathCells: 0
worst_pin_slew_ns: 0.987
worstHoldPathType: "reg2reg"
design.die.area_um2: 153000
initial_antenna_violation_count: 1
port-buffer-count: 50
cts_sinks: 588
ioPinCount: 52
r2r_end: "input_fir.acc[44]"
postCtsHoldBufs: 0
numCtsBuffers: 68
place_congestion: 0.929
die_h_um: 392
worst_ep_required_time_ns: 34.53
postCtsSetupRepairBufs: 0
syn_inst: 3582
post-synth-top-area-fraction_pct: 38.4
avgViaCountPerCell: 4.60
grt_first_pass_wirelength_um: 160000
first_drt_iteration_drcs: 1674
post-dp-hpwl_um: 70700
worst_setup_path_start_kind: "register"
count_of_library_flops_with_an_enable_pin: 582
synthesis.yosys.warnings: 0
layout-drive-gt1-share_pct: 9.58
r2r_cells: 26
slew-limit-headroom_pct: 33.5
fin_util_pct: 33.6
yosysChipArea_um2: 45500
rows: 142
totalWireLength_um: 96900
initCoreUtil_pct: 30.3
fin_worst_skew_ns: 0.0353
top_cell_types_by_occurrence_after_synthesis: "716 x inv_1, 652 x fa_1, 582 x edfxtp_1, 362 x nand2_1, 260 x nor2_1"
maxCapViolCount: 0
core-area_um2: 150000
cts.reportedPaths.clkPinSlew_ns: 0.06
status: "completed"
reg2reg_slack_ns: 23.47
detailedRoute.firstPassIterationCount: 4
setup_viol_count_final: 0
final_slew_viol_count: 0
drcViolationCount: 0
grt_pass1_vias: 29100
cts-htree-levels: 3
tool_warnings: 33
yosys-stat-cells: 3582
synthArstFlopShare_pct: 0
critPathKind: "reg2reg"
worst-path-max-fanout: 73
rsz0062_at_grt: "false"
detail-route-antenna-nets: 0
tritoncts_clock_tree: "done"
netlist.top_cell.by_area: "edfxtp_1"
synth-seq-cells: 588
hold_viol_final: 0
[logic make-up (layout without fill, tap and decap cells)]
logic type / Yosys count / count (layout) / synth area share (%)
AOI/OAI and AO/OA: 238 / 238 / 3.39
xor gates and xnor gates: 50 / 50 / 0.962
adders and majority gates: 840 / 840 / 33.7
buffers and inverters: 884 / 967 / 7.74
DFF: 588 / 588 / 38.7
muxes: 177 / 177 / 7.92
and+or+nand+nor: 805 / 805 / 7.62
[worst max path at each step]
stage	start	to	slack (ns)	cells past startpoint
5_1_grt	register	input_fir.acc[44]	22.81	26
6_report	register	input_fir.acc[44]	23.47	26
4_1_cts	register	input_fir.acc[44]	23.39	26
[critical path: stages (launching register included)]
cell,delay (ns)
dfxtp_4,0.61
buf_4,0.59
buf_12,0.58
mux4_2,0.58
mux4_2,0.47
nor2_1,0.17
a21o_1,0.47
nor2_1,0.15
fa_1,0.48
fa_1,0.56
inv_1,0.07
fa_1,0.47
inv_1,0.05
fa_1,0.44
fa_1,0.47
fa_1,0.54
inv_1,0.05
fa_1,0.48
inv_1,0.04
ha_1,0.33
and3_1,0.29
a311oi_1,0.65
a21oi_1,0.41
o21ai_0,0.88
o21ai_0,0.30
xnor2_1,0.21
nor2_1,0.06
[layout by cell type (no fill, tap or decap), types with 7 or more instances in the layout]
master,count
inv_1,715
fa_1,652
edfxtp_1,582
nand2_1,362
nor2_1,260
ha_1,165
mux4_2,136
buf_4,72
clkbuf_16,68
and2_1,62
a21oi_1,59
clkdlybuf4s50_1,49
nor2b_1,45
o21ai_0,40
xnor2_1,34
mux2i_1,31
a21o_1,28
nand2b_1,24
maj3_1,23
a211oi_1,19
clkbuf_1,17
xor2_1,16
a21oi_2,15
o21a_1,12
clkinv_1,12
nor3_1,11
nand3_1,9
nand4_1,9
mux4_1,8
a31oi_1,7
a21boi_0,7
[flip-flops by register name (all words and copies together), names as in the netlist, named ones only]
| name | count |
|---|---|
| input_fir.done_o | 1 |
| input_fir.state | 1 |
| input_fir.data | 504 |
| input_fir.count | 5 |
| input_fir.acc | 48 |
| input_fir.signal_o | 24 |
[area by class of cell]
type	instances	area, um2
inverter	722	2710
clock buffer	86	1780
clock inverter	35	388
multi-input combinational	2110	24500
fill	14700	99700
timing repair buffer	124	1090
tap	2016	2520
sequential	588	17600
[per-layer routing]
metal / part of all wire [%] / GRT usage, % / wire, um
met2: 47 / 21.6 / 45500
met4: 2.3 / 2.88 / 2180
met3: 9.9 / 6.10 / 9610
met1: 41 / 19.9 / 39600
met5: 0 / 0 / 0
[metrics by stage]
step,hold slack (ns),cells,area [um2]
4_1_cts,0.418,5681,50600
3_5_place_dp,0.427,5560,48400
6_report,0.421,5681,50600
3_3_place_gp,0.422,5560,48400
5_1_grt,0.432,5681,50600
2_1_floorplan,0.417,3582,45500
