==> flow/config.mk <==
export PLATFORM = sky130hd
export DESIGN_NAME = IIRFilter
export DESIGN_NICKNAME = IIRFilter
export VERILOG_FILES = /design/flow/design.v
export SDC_FILE = /design/flow/constraint.sdc
export NUM_CORES = 4
export LEC_CHECK = 1
export CORE_UTILIZATION = 50
export SYNTH_HDL_FRONTEND = slang
==> flow/design.v <==
module IIRFilter #(
    parameter int SIGNAL_BITS = 24,   
    parameter int COEFF_LENGTH = 5,   
    parameter int COEFF_BITS = 24,   
    parameter int COEFF_FRAC_BITS = 24   
) (
    input clk_i,
    input start_i,
    output logic done_o,
    input logic signed [SIGNAL_BITS-1:0] signal_i,
    output logic signed [SIGNAL_BITS-1:0] signal_o,
    input logic signed [COEFF_BITS-1:0] numerator_coeffs[COEFF_LENGTH],   
    input logic signed [COEFF_BITS-1:0] denominator_coeffs[COEFF_LENGTH]   
);
  localparam int CoeffLengthBits = $clog2(COEFF_LENGTH);
  localparam logic [CoeffLengthBits-1:0] CoeffLengthReduced = CoeffLengthBits'(COEFF_LENGTH - 1);
  localparam int GuardBits = 2 * CoeffLengthBits;
  localparam int AccumulatorBits = GuardBits + SIGNAL_BITS + COEFF_BITS;
  logic signed [SIGNAL_BITS-1:0] data_i[COEFF_LENGTH];   
  logic signed [SIGNAL_BITS-1:0] data_o[COEFF_LENGTH];   
  logic [CoeffLengthBits-1:0] count;   
  logic signed [AccumulatorBits-1:0] acc;   
  localparam logic IDLE = 0;
  localparam logic RUN = 1;
  logic state;
  always @(posedge clk_i) begin : capture
    integer i;
    if (start_i) begin
      data_i[0] <= signal_i;
      data_o[0] <= signal_o;
      for (i = 0; i < COEFF_LENGTH - 1; i = i + 1) begin
        data_i[i+1] <= data_i[i];
        data_o[i+1] <= data_o[i];
      end
    end
  end
  always @(posedge clk_i) begin
    case (state)
      IDLE: begin
        done_o <= 1'b0;
        if (start_i) begin
          count <= CoeffLengthReduced;
          acc <= 0;
          state <= RUN;
        end
      end
      RUN: begin
        count <= count - 1'b1;
        acc <= acc + data_i[count] * numerator_coeffs[count]
                   - data_o[count] * denominator_coeffs[count];
        if (count == 0) begin
          state <= IDLE;
          done_o <= 1'b1;
        end
      end
      default: begin
        state <= IDLE;
      end
    endcase
  end
  always @(posedge clk_i) begin
    if (done_o) begin
      if (acc >= 2 ** (SIGNAL_BITS + COEFF_FRAC_BITS - 1) - 1) begin
        signal_o <= 2 ** (SIGNAL_BITS - 1) - 1;
      end
      else if (acc < -(2 ** (SIGNAL_BITS + COEFF_FRAC_BITS - 1))) begin
        signal_o <= -(2 ** (SIGNAL_BITS - 1));
      end
      else begin
        signal_o <= acc[COEFF_FRAC_BITS+SIGNAL_BITS-1:COEFF_FRAC_BITS];
      end
    end
  end
endmodule
==> flow/run.sh <==
#!/bin/bash
# OpenROAD 26Q1-2900-gdf79404cd8, Yosys 0.63+post, stock flow scripts
make -C /OpenROAD-flow-scripts/flow DESIGN_CONFIG=/design/flow/config.mk WORK_HOME=/design/flow/orfs finish
==> flow/constraint.sdc <==
current_design IIRFilter

set clk_period 31.3
set clk_io_pct 0.2

create_clock -name clk0 -period $clk_period [get_ports {clk_i}]

set non_clock_inputs [all_inputs -no_clocks]
set_input_delay [expr $clk_period * $clk_io_pct] -clock clk0 $non_clock_inputs
set_output_delay [expr $clk_period * $clk_io_pct] -clock clk0 [all_outputs]
==> job_summary.md <==
## Implementation flow summary

| Metric | Value |
|---|---|
| R2r setup slk | `20310 ps` |
| Worst setup EP type | `flop` |
| Outcome | `finished clean` |
| Post-CTS setup buffers | `0` |
| DIE WIDTH | `351 µm` |
| Met1 Use GR | `48.7%` |
| Max Transition Viols Final | `0` |
| Syn Area/Cell | `10.4 µm²` |
| DR vias | `40500` |
| Max transition margin | `43.4%` |
| Critical-path maximum fanout | `25` |
| DRC | `0` |
| Late-Pin Clk Latency | `640 ps` |
| Initial antenna violation count | `9` |
| Worst path bufs/invs | `7` |
| Ys Warns | `0` |
| DIE HEIGHT | `351 µm` |
| Clk Tree Root Cell | `clkbuf_16` |
| Per-cell routed wire length | `22.8 µm` |
| Hold Buf Count CTS | `0` |
| # Max-Cap Violations | `0` |
| Chip area | `123000 µm²` |
| Fin crit period | `15240 ps` |
| Yosys stat chip area | `60700 µm²` |
| CP required | `31660 ps` |
| # setup viols final | `0` |
| Family with the most delay on the worst path | `adder cells` |
| Gpl congestion | `0.982` |
| EDFF count, synth | `322` |
| Final core utilization | `55.9%` |
| Crit path top cell by count | `fa_1` |
| Cts bufs inserted | `39` |
| Fillers | `10400` |
| Std cell rows | `127` |
| Unique cell types | `69` |
| CTS tree | `yes` |
| Hold EP | `data_i[3][1]` |
| Gr busiest metal | `met1` |
| Worst path max stage delay | `850 ps` |
| WL final | `176 mm` |
| HPWL Detailed | `150 mm` |
| Post-synth ARST share | `0%` |
| Final Hold Viols | `0` |
| Largest net degree at the start of global routing | `59` |
| Number of instances in the placed design | `7648` |
| DR iter-0 viols | `1957` |
| Remaining antenna violation count | `0` |
| Tool warnings | `34` |
| GRT Total Usage | `33.6%` |
| Clock transition time at the flip-flop clock pins of the worst setup and hold paths | `60 ps` |
| Met2 GRT Util | `43.5%` |
| Tightest Pin Transition | `841 ps` |
| Post-synthesis cell count | `5856` |
| R2r startpoint | `count[2]` |
| RSZ-0062 raised after global routing | `false` |
| Vias in the first global route | `45500` |
| WHS | `419 ps` |
| Post-synthesis sequential area ratio | `16.1%` |
| Core Util at FP | `50.6%` |
| Worst path slowest cell | `fa_1` |
| Met3 global-route usage | `24.0%` |
| CTS sink cnt | `326` |
| Fmax | `65.6 MHz` |
| Syn Std Cell Area | `60700 µm²` |
| H-tree depth | `2` |
| Hold path depth | `0` |
| Synth Flop Type | `edfxtp_1` |
| Hold crit path type | `flop to flop` |
| Via/cell ratio | `5.25` |
| Post-CTS Resized | `0` |
| Number of standard cells reported by yosys | `5856` |
| Core ar. | `120000 µm²` |
| Arrival time worst endpoint | `15600 ps` |
| Fin Setup TNS | `0 ps` |
| Post-route insts no fill | `7719` |
| Critical path launch point type | `primary input` |
| Hold path start | `data_i[2][1]` |
| Worst r2r path cells | `32` |
| Congestion Overflow GR | `0` |
| Final period util | `48.7%` |
| Area Overhead vs Synth | `10.6%` |
| Layout cells sized above 1 | `6.16%` |
| Longest Clk Path Bufs | `3` |
| Drt first pass iters | `5` |
| Registers, synthesis | `326` |
| Port Buf Inserts | `290` |
| Crit Path Class | `primary input to flop` |
| Top Ports | `291` |
| First-pass GRT wire length | `276 mm` |
| Setup Skew | `44.3 ps` |
| Worst flop-to-flop path endpoint | `acc[43]` |
==> cells in the mapped netlist, types with 45 or more instances <==
library cell | n | area share [%]
a21oi_1 | 96 | 0.79
nor2_1 | 550 | 3.4
clkbuf_1 | 162 | 1.0
and2_1 | 98 | 1.0
inv_1 | 1540 | 9.5
nand2b_1 | 57 | 0.59
mux4_2 | 50 | 1.9
mux2i_1 | 147 | 2.4
edfxtp_1 | 322 | 16
buf_2 | 65 | 0.54
mux2_2 | 45 | 0.83
nand2_1 | 596 | 3.7
fa_1 | 1463 | 48
ha_1 | 275 | 5.7
==> flip-flops by register name, indices dropped and copies added, names as in the netlist, named ones only <==
register  count
acc          54
count         3
data_i      120
data_o      120
done_o        1
signal_o     24
state         1
==> cell type report <==
| class | count | area (µm²) | area share (%) |
|---|---|---|---|
| Clock buffer | 43 | 991 | 1.47 |
| Tap cell | 1612 | 2020 | 3.00 |
| Antenna cell | 2 | 5.00 | 0.00745 |
| Sequential cell | 326 | 9760 | 14.5 |
| Inverter | 1542 | 5790 | 8.61 |
| Timing Repair Buffer | 418 | 3870 | 5.76 |
| Multi-Input combinational cell | 3750 | 44500 | 66.2 |
| Clock inverter | 26 | 297 | 0.441 |
==> per-layer routing <==
metal  wire [µm]  share of wire [%]
met3       31100                 18
met4        6020                3.4
met2       72600                 41
met5         206               0.12
met1       65800                 37
==> how the worst max path moves through the flow <==
| stage | endpoint | cells past startpoint | from |
|---|---|---|---|
| 4_1_cts | acc[43] | 30 | numerator_coeffs[96] |
| 5_1_grt | acc[43] | 30 | numerator_coeffs[96] |
| 6_report | acc[43] | 30 | numerator_coeffs[96] |
==> logic make-up (layout without fill, tap and decap cells) <==
| logic type | Yosys count | in the layout | share of synthesized area (%) |
|---|---|---|---|
| xor+xnor | 50 | 50 | 0.721 |
| buf+inv | 1780 | 2029 | 11.1 |
| mux | 242 | 242 | 5.11 |
| compound gates | 284 | 284 | 2.96 |
| flops | 326 | 326 | 16.1 |
| fa+ha+maj | 1738 | 1738 | 53.9 |
| other cells | 1 | 3 | 0.00617 |
| simple gates | 1435 | 1435 | 10.1 |
==> stage by stage <==
stage	cell area [µm²]	worst slack, ps
2_1_floorplan	60700	16780
3_3_place_gp	65900	15510
3_5_place_dp	65900	15490
4_1_cts	67200	16100
5_1_grt	67200	15530
6_report	67200	16060
==> layout by cell type (no fill, tap or decap), types with 5 or more instances in the layout <==
master,instances
nand4_1,23
a21o_1,41
xor2_1,17
nand2b_1,57
and3b_1,6
nand3_1,13
edfxtp_1,322
a21oi_1,79
clkinv_1,5
a21oi_2,23
clkinv_2,6
ha_1,275
o21ai_0,39
fa_1,1463
o21ai_1,17
mux2i_1,137
mux2i_2,10
and3_1,10
and2_1,98
o22a_1,8
nor3_1,5
nor2b_1,38
xnor2_1,33
nor2_1,550
buf_4,128
o22ai_2,22
o21bai_1,7
o22ai_1,7
clkdlybuf4s50_1,289
nand2_1,595
mux2_2,45
inv_1,1539
nor4_1,6
a31oi_1,12
clkbuf_16,39
mux4_2,50
or2_2,11
