`/design/flow/design.v`:
```
module TickGen #(
    parameter logic [23:0] DIVIDER = 100
) (
    input clk_i,
    input reset_i,
    output tick_o
);
  logic unsigned [23:0] counter;
  always_ff @(posedge clk_i) begin
    if (reset_i) counter <= 0;
    else if (counter < DIVIDER) counter <= counter + 24'd1;
    else counter <= 0;
  end   
  assign tick_o = (counter == 0);
endmodule
```
`/design/flow/constraint.sdc`:
```
current_design TickGen

set clk_period 2.0
set clk_io_pct 0.2

create_clock -name clk0 -period $clk_period [get_ports {clk_i}]

set non_clock_inputs [all_inputs -no_clocks]
set_input_delay [expr $clk_period * $clk_io_pct] -clock clk0 $non_clock_inputs
set_output_delay [expr $clk_period * $clk_io_pct] -clock clk0 [all_outputs]
```
`/design/flow/config.mk`:
```
export PLATFORM = sky130hd
export DESIGN_NAME = TickGen
export DESIGN_NICKNAME = TickGen
export VERILOG_FILES = /design/flow/design.v
export SDC_FILE = /design/flow/constraint.sdc
export NUM_CORES = 4
export LEC_CHECK = 1
export CORE_AREA = 10 10 91 91
export DIE_AREA = 0 0 101 101
export SYNTH_HDL_FRONTEND = slang
```
`/design/flow/run.sh`:
```
#!/bin/bash
# OpenROAD 26Q1-2900-gdf79404cd8, Yosys 0.63+post, stock flow scripts
make -C /OpenROAD-flow-scripts/flow DESIGN_CONFIG=/design/flow/config.mk WORK_HOME=/design/flow/orfs finish
```
==> flow report <==
================================================================================
Number of cell instances after yosys synthesis                                63
Routed via count divided by cell count                                      2.70
Starting DRT DRC Count                                                        32
Crit path kind                                                      flip-flop to output pin
Core utilization at floorplan                                              0.116
Core region area                                                        6350 µm²
Maximum number of pins on one net before global-route repair                  13
Wirelength per Cell                                                      6.12 µm
ANT nets after route                                                           0
Post-route DRC violation count                                                 0
Detailed Place HPWL                                                       744 µm
Distinct cells, synth                                                         17
Global-route wire length before repair                                   2010 µm
# H-tree levels                                                                1
Mapped Area                                                              736 µm²
Minimum period implied by the final worst setup slack                    1.84 ns
Maximum fanout along the worst path                                            2
Hold violation count in the final report                                       0
I/O pin total                                                                  3
Layout area overhead                                                       33.2%
Die x size                                                                101 µm
CTS clk-pin slew, worst paths                                            0.08 ns
Setup tns final                                                             0 ns
Insertion Delay late pin                                                 0.26 ns
CTS tree                                                                   built
Total cell area reported by yosys after synthesis                        736 µm²
Tally of OpenROAD warnings                                                    26
Share of the yosys chip area belonging to registers                        0.653
Finished Layout Cells                                                        164
Max-Cap Viols                                                                  0
Worst EP required                                                        1.60 ns
R2R Path Start                                                       counter[22]
Clk_skew                                                              0.00555 ns
Place WS                                                                0.203 ns
Worst path setup slack after routing                                    0.164 ns
Synthesized area divided by synthesized cell count                      11.7 µm²
Number of buffers inserted by port buffering                                   2
Final Core Density                                                         0.154
Unrepaired setup endpoints after global routing                            false
Post-placement cell count                                                    159
Cell area reported after detailed placement                              920 µm²
Total overflow reported by the global router                                   0
Tally of yosys warning messages                                                0
Root buffer selected by CTS                                         sky130_fd_sc_hd__clkbuf_8
Post-Layout Inst Area                                                    980 µm²
Registers with the most flip-flops                                  counter (24)
Deepest clock path buffer count                                                2
Final setup vio count                                                          0
Total number of vias                                                         442
Detailed-route wire length                                               1000 µm
Number of sinks driven by the clock tree                                      24
Via count of the first global-routing pass                                   468
Floorplan die height                                                      101 µm
Outcome                                                             finished, final reports clean
Post-synthesis instance total                                                 63
GRT Overall Usage                                                         0.0239
Clock buffer count from CTS                                                    3
P_leak                                                                  0.355 nW
Final weighted congestion of routability-driven global placement           0.810
Worst voltage drop across the vdd grid                                0.000347 V
Pins over their slew limit                                                     0
Beginning of the worst hold path                                      counter[6]
DRT Pass-1 Iters                                                               3
Hold Crit Class                                                     flip-flop to flip-flop
Total design power                                                        781 µW
Number of antenna repair diodes                                                0
Upper clock frequency limit                                              545 MHz
Period utilisation layout                                                  0.918
Max reg flops                                                                 24
Worst hold slack across all endpoints                                   0.521 ns
Power per Cell Area                                                   797 nW/µm²
Share of cells above drive strength 1                                      0.138
Post-synth regs                                                               24
CP arrival                                                               1.44 ns
Top register by number of flip-flops                                     counter
Number of antenna violations at the first check in global routing              0
Site Rows                                                                     29
Source of the critical timing path                                   counter[21]
Kind of capture point of the worst setup path                         output pin
Element type at the critical path start                                flip-flop
Die ar.                                                                10200 µm²
================================================================================
==> report_power, final <==
part	leakage (nW)	total [mW]	switching [mW]	internal, mW
sequential	0.200	0.503	0.00662	0.496
clock	0.0216	0.267	0.133	0.134
combinational	0.133	0.0116	0.00621	0.00543
total	0.355	0.781	0.146	0.636
==> synth_stat cells <==
cell type / count / area share
sky130_fd_sc_hd__a211oi_1: 2 / 0.020
sky130_fd_sc_hd__conb_1: 1 / 0.0051
sky130_fd_sc_hd__dfxtp_1: 24 / 0.65
sky130_fd_sc_hd__ha_1: 2 / 0.034
sky130_fd_sc_hd__inv_1: 3 / 0.015
sky130_fd_sc_hd__nand2_1: 4 / 0.020
sky130_fd_sc_hd__nand3_1: 4 / 0.027
sky130_fd_sc_hd__nand3_2: 1 / 0.014
sky130_fd_sc_hd__nand4b_1: 1 / 0.012
sky130_fd_sc_hd__nor2_1: 2 / 0.010
sky130_fd_sc_hd__nor3_1: 8 / 0.054
sky130_fd_sc_hd__nor4_2: 3 / 0.051
sky130_fd_sc_hd__o211ai_2: 1 / 0.017
sky130_fd_sc_hd__o21ai_0: 2 / 0.014
sky130_fd_sc_hd__or3_1: 2 / 0.017
sky130_fd_sc_hd__xnor2_1: 1 / 0.012
sky130_fd_sc_hd__xor2_1: 2 / 0.024
==> critical path, cell delays in order, from the launching register on <==
cell and delay (ns):
sky130_fd_sc_hd__dfxtp_1 0.31, sky130_fd_sc_hd__nor4_2 0.32, sky130_fd_sc_hd__nand3_1 0.16, sky130_fd_sc_hd__nor3_2 0.18
sky130_fd_sc_hd__dlygate4sd2_1 0.22
==> per-layer routing <==
layer	up-vias	part of all wire	global-route usage
met5	-	0	0
met4	0	0	0.00214
met1	185	0.54	0.0321
met3	0	0.11	0.0187
met2	6	0.35	0.0305
li1	251	-	-
==> cell families after synthesis <==
kind of cell	synth area share
other cells	0.00510
fa+ha+maj	0.0340
simple gates	0.206
buf+inv	0.0153
compound gates	0.0510
flops	0.653
xor+xnor	0.0357
==> cells in the final DEF (no fill, tap or decap), drive strengths merged, types with 2 or more instances in the layout <==
cell type	Yosys	final
dfxtp	24	24
xor2	2	2
o21ai	2	2
or3	2	2
nand2	4	4
inv	3	3
conb	1	17
nor2	2	2
nor4	3	3
clkbuf	0	3
a211oi	2	2
ha	2	2
nor3	8	8
nand3	5	5
buf	0	3
==> worst paths after layout <==
path | end | cells after the start | slack (ns)
setup / recovery | tick_o | 4 | 0.16
hold / removal | counter[6] | 2 | 0.52
setup reg to reg | counter[4] | 4 | 0.58
hold reg to reg | counter[6] | 2 | 0.52
==> layout make-up <==
| class | instances | area (µm²) |
|---|---|---|
| fill | 679 | 5370 |
| clock buffer | 3 | 41.3 |
| multi-input combinational | 52 | 309 |
| sequential | 24 | 480 |
| timing repair buffer | 5 | 41.3 |
| tap | 77 | 96.3 |
| inverter | 3 | 11.3 |
==> timing repair <==
| item | in CTS | in global routing |
|---|---|---|
| buffers inserted | 2 | 0 |
| endpoints found under the setup margin | 1 | 0 |
| hold buffers | 0 | 0 |
| resized | 2 | 0 |
Power figures rest on the tool's default switching activity, not on a simulated workload.
